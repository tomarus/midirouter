==> ./design.v <==
`timescale 1ns / 1ps
module activityleds (
	input      clk,
	input      [15:0] in, out,
	output reg sck, rck, ser
);
localparam shiftclk = 8;
reg [shiftclk:0] clk_cntr;
wire clk2 = clk_cntr[shiftclk];
always @(posedge clk) begin
	clk_cntr <= clk_cntr + 1;
	if (clk_cntr[shiftclk]) begin
		clk_cntr <= 0;
	end
end
localparam STATE_INIT = 2'b00;
localparam STATE_SEND = 2'b01;
localparam STATE_LOOP = 2'b10;
localparam STATE_DONE = 2'b11;
reg [1:0] state = STATE_INIT;
reg [2:0] colpos = 3'b111;
reg [3:0] bitno = 4'b1111;
always @(posedge clk)
begin
	if (clk2) begin
		case (state)
		STATE_INIT: begin
			rck <= 0;
			sck <= 0;
			bitno <= 4'b1111;
			colpos <= colpos + 1;
			state <= STATE_SEND;
		end
		STATE_SEND: begin
			if (bitno-1 == colpos) ser <= 1;
			else if (bitno == 10) ser <=  inact[colpos & 7];
			else if (bitno == 11) ser <= outact[colpos & 7];
			else if (bitno == 12) ser <= outact[colpos + 8];
			else if (bitno == 13) ser <=  inact[colpos + 8];
			else ser <= 0;
			sck <= 1;
			state <= STATE_LOOP;
		end
		STATE_LOOP: begin
			sck <= 0;
			bitno <= bitno - 1;
			state <= bitno == 0 ? STATE_DONE : STATE_SEND;
		end
		STATE_DONE: begin
			rck <= 1;
			state <= STATE_INIT;
		end
		default:
			state <= STATE_INIT;
		endcase
	end
end
reg [63:0] idle_count = 0;
wire idle = idle_count[29];  
always @(posedge clk) begin
	if (in > 0 || out > 0) begin
		idle_count <= 0;
	end
	if (!idle) begin
		idle_count <= idle_count + 1;
	end
end
localparam ssclk = 20;
reg [ssclk:0] ssclk_cntr;
wire ssclk2 = ssclk_cntr[ssclk];
always @(posedge clk) begin
	ssclk_cntr <= ssclk_cntr + 1;
	if (ssclk_cntr[ssclk]) begin
		ssclk_cntr <= 0;
	end
end
reg [2:0] ssbitno = 0;
reg [15:0] ssin = 0;
reg [15:0] ssout = 0;
wire [15:0] inact  = idle ? ssin  : in;
wire [15:0] outact = idle ? ssout : out;
always @(posedge clk) begin
	if (!idle) begin
		ssbitno <= 0;
		ssin <= 0;
		ssout <= 0;
	end
	else begin
		if (ssclk2) begin
			ssbitno <= ssbitno + 1;
			ssin[7-ssbitno & 7] <= !ssin[7-ssbitno & 7];
			ssin[7-ssbitno + 8] <= !ssin[7-ssbitno + 8];
			ssout[7-ssbitno & 7] <= !ssout[7-ssbitno & 7];
			ssout[7-ssbitno + 8] <= !ssout[7-ssbitno + 8];
		end
	end
end
endmodule
==> ./run.sh <==
#!/bin/bash
# OpenROAD 26Q1-2900-gdf79404cd8, Yosys 0.63+post, stock flow scripts
make -C /OpenROAD-flow-scripts/flow DESIGN_CONFIG=/design/flow/config.mk WORK_HOME=/design/flow/orfs finish
==> ./config.mk <==
export PLATFORM = sky130hd
export DESIGN_NAME = activityleds
export DESIGN_NICKNAME = activityleds
export VERILOG_FILES = /design/flow/design.v
export SDC_FILE = /design/flow/constraint.sdc
export NUM_CORES = 4
export LEC_CHECK = 1
export CORE_UTILIZATION = 40
export SYNTH_HDL_FRONTEND = slang
==> ./constraint.sdc <==
current_design activityleds

set clk_period 4.8
set clk_io_pct 0.2

create_clock -name clk0 -period $clk_period [get_ports {clk}]

set non_clock_inputs [all_inputs -no_clocks]
set_input_delay [expr $clk_period * $clk_io_pct] -clock clk0 $non_clock_inputs
set_output_delay [expr $clk_period * $clk_io_pct] -clock clk0 [all_outputs]
==> results_dict.tcl <==
# implementation run metrics
set metrics [dict create \
    period_used_share 0.640 \
    cts.root.buffer_cell "sky130_fd_sc_hd__clkbuf_16" \
    finalPower_mw 1.69 \
    yosysTopAreaCell "sky130_fd_sc_hd__dfxtp_1" \
    fp_util 0.408 \
    topCellsByArea "sky130_fd_sc_hd__dfxtp_1 (24%), sky130_fd_sc_hd__edfxtp_1 (22%), sky130_fd_sc_hd__mux4_2 (6.8%)" \
    crit_path_end_kind "flop" \
    drcViolationCount 0 \
    met3_length_um 572 \
    openroad.warnings 28 \
    synth_area_per_cell_um2 10.8 \
    relSlewSlack 0.441 \
    maxClockFrequency_mhz 325 \
    detailed_routed_wire_length_on_met2_um 4990 \
    tritoncts "built" \
    wire_length_of_the_first_global_routing_pass_um 18500 \
    grt_util_all_layers 0.168 \
    antenna_violations_before_repair 0 \
    path_max_fanout 2 \
    num_io_pins 36 \
    grt_max_degree 53 \
    pre_cts_slack_ns 1.37 \
    synth-warning-count 0 \
    syn-instance-count 521 \
    worst_slack_ns 1.73 \
    critPathSlowestCell "sky130_fd_sc_hd__mux4_1" \
    cap_violations 0 \
    ctsHoldBuffers 0 \
    tightest_slew_ns 0.832 \
    buffer_ports.inserted 35 \
    drt_first_pass_iters 4 \
    synth_top_flop_cell "sky130_fd_sc_hd__dfxtp_1" \
    final_core_utilization 0.467 \
    post_synth_instance_area_um2 5650 \
    setup.worst_path.start_class "input pin" \
    cts_repair_resize_count 0 \
    core_area_um2 13800 \
    crit_path_drt_ns 4.90 \
    first_iter_violations 363 \
    timing.final.max_slew_violations 0 \
    overflow 0 \
    fp.dieArea_um2 14600 \
    yosys.stat.chipArea_um2 5650 \
    report.final.hold_viol_count 0 \
    cp_data_arrival_time_ns 3.17 \
    total_leakage_power_nw 2.36 \
    areaGrowthSynthToFinish_pct 14.4 \
    ant_nets 0 \
    run_status "finished, final reports clean" \
    post_route_cells_drive_above_1_share 0.0863 \
    clock.latency.late_pin_ns 0.36 \
    synth_cell_type_count 46 \
    final_wirelength_um 11300 \
    critPathKind "input pin to flop" \
    totalNegativeSetupSlack_ns 0 \
    lay_top_count "sky130_fd_sc_hd__dfxtp_1" \
    antenna_cells_inserted 0 \
    portion_of_the_post_synthesis_area_used_by_sequential_elements 0.459 \
    cts_max_level 3 \
    route.detailed.wl_per_inst_um 15.4 \
    path_buffers 1 \
    tritoncts.num_buffers 9 \
    hp-class "flop to flop" \
    die_h_um 121 \
    routedLengthMet1_um 5600 \
    max_rail_drop_vdd_uv 181 \
    rows 43 \
    grt_setup_unrepaired "no" \
    timing.clock.skew_ns 0.00636 \
    synth_flops 109 \
    die_w_um 121 \
    yosys-stat-cells 521 \
    mostFrequentLayoutCells "sky130_fd_sc_hd__dfxtp_1 (67), sky130_fd_sc_hd__nor2_1 (57), sky130_fd_sc_hd__edfxtp_1 (41)" \
    finalSetupViolations 0 \
    cp_top_family "multiplexers" \
    final.min_clock_period_ns 3.07 \
    power.density_nw_per_um2 261 \
    uppermost_metal_layer_occupied_by_signal_nets "met4" \
    critical_path.cell_chain "clkdlybuf4s50_1 -> mux4_1 -> mux4_2 -> nand4_1 -> a32oi_1 -> or4_1" \
    place_hpwl_um 7670 \
    gpl.final_weighted_congestion 0.914 \
    cts-root-to-sink-buffers 2 \
    clkSlewWorstSetupHoldPaths_ns 0.07 \
    edf_count 41 \
    drt-vias-per-instance 5.34 \
    clock-sinks 109 \
    synth.top_cell.area_share 0.241 \
    slowest_delay_ns 0.58 \
    postCtsSetupRepairBufs 0 \
    num_vias 3933 \
    number_of_global_route_vias_before_repair 3653 \
    ys_async_sr_fraction 0 \
]
[cell families (layout without fill, tap and decap cells)]
logic type | Yosys count | in the layout | synth area share
and+or+nand+nor | 224 | 224 | 0.212
adders and majority gates | 9 | 9 | 0.0199
buffers and inverters | 34 | 69 | 0.0241
AOI/OAI and AO/OA | 30 | 30 | 0.0335
muxes | 65 | 65 | 0.174
DFF | 109 | 109 | 0.459
xor gates and xnor gates | 50 | 50 | 0.0775
[worst reg2reg max path: cells and delay by family (launching register included)]
family                 cells  cell delay (ns)
muxes                      2             1.15
and+or+nand+nor            2             0.62
DFF                        1             0.43
buffers and inverters      1             0.31
AOI/OAI and AO/OA          1             0.09
[flip-flops by register name (all words and copies together) (netlist names), named ones only]
name / count
idle_count: 30
ssclk_cntr: 21
ssin: 16
ssout: 16
clk_cntr: 9
bitno: 4
colpos: 3
ssbitno: 3
state: 2
rck: 1
sck: 1
ser: 1
[area by class of cell]
cell class              instances  area, µm²
multi-input cells             378       2920
clock inverters                 7       47.5
flip-flops and latches        109       2590
inverters                       9       33.8
repair buffers                 44        418
clock buffers                   9        225
fillers                      1253       7360
well taps                     180        225
[metrics by stage]
stage / std cells / hold WS, ns / cell area (µm²)
global placement: 720 / 0.409 / 6190
global route: 736 / 0.443 / 6460
finish: 736 / 0.427 / 6460
CTS: 736 / 0.434 / 6460
floorplan: 521 / 0.398 / 5650
detailed placement: 720 / 0.416 / 6190
[worst paths after layout]
| path | start | end | slack, ns | cells past startpoint |
|---|---|---|---|---|
| max reg2reg | colpos[1] | ser | 1.94 | 6 |
| min reg2reg | ssclk_cntr[0] | ssclk_cntr[0] | 0.43 | 1 |
| min | ssclk_cntr[0] | ssclk_cntr[0] | 0.43 | 1 |
| max | in[11] | ser | 1.73 | 6 |
[synthesized netlist by cell type (5+ instances only)]
library cell               instances
sky130_fd_sc_hd__xor2_1           35
sky130_fd_sc_hd__nor4_1           10
sky130_fd_sc_hd__and4_1            5
sky130_fd_sc_hd__mux4_1            7
sky130_fd_sc_hd__and2_1            8
sky130_fd_sc_hd__nor3_1            8
sky130_fd_sc_hd__xnor2_1          15
sky130_fd_sc_hd__nand4_1          18
sky130_fd_sc_hd__nand2_1          25
sky130_fd_sc_hd__dfxtp_1          68
sky130_fd_sc_hd__mux2i_1          37
sky130_fd_sc_hd__or3_1             7
sky130_fd_sc_hd__inv_1             9
sky130_fd_sc_hd__edfxtp_1         41
sky130_fd_sc_hd__ha_1              9
sky130_fd_sc_hd__clkbuf_1         22
sky130_fd_sc_hd__o21ai_0           7
sky130_fd_sc_hd__mux4_2           17
sky130_fd_sc_hd__nor2_1           57
sky130_fd_sc_hd__nor2b_1          39
sky130_fd_sc_hd__a21oi_1          11
sky130_fd_sc_hd__nand3_1          26
[power breakdown]
group,internal [mW],switching (mW),leakage (nW),total (mW)
Clock,0.354,0.341,0.136,0.695
Sequential,0.951,0.0000000857,1.02,0.951
Combinational,0.0303,0.0126,1.20,0.0429
[layer usage]
| layer | GRT usage | up-vias |
|---|---|---|
| li1 | - | 1961 |
| met1 | 0.274 | 1881 |
| met2 | 0.251 | 77 |
| met3 | 0.0313 | 14 |
| met4 | 0.0185 | 0 |
| met5 | 0 | - |
Power figures rest on the tool's default switching activity, not on a simulated workload.
