`run.sh`:
```
#!/bin/bash
# OpenROAD 26Q1-2900-gdf79404cd8, Yosys 0.63+post, stock flow scripts
make -C /OpenROAD-flow-scripts/flow DESIGN_CONFIG=/design/flow/config.mk WORK_HOME=/design/flow/orfs finish
```
`design.v`:
```
`timescale 1ns / 1ps
module debouncer(
    input clk, pin,
    output reg state
);
reg sync_0, sync_1;
always @(posedge clk) sync_0 <= pin;
always @(posedge clk) sync_1 <= sync_0;
reg [15:0] count;
always @(posedge clk)
    if (state == sync_1)
        count <= 0;
    else begin
        count <= count + 1;
        if (count == 16'hffff) state <= ~state;
    end
endmodule
`timescale 1ns / 1ps
module onetimeclick(
    input clk, pin,
    output reg state
);
wire click;
debouncer db_1 (clk, pin, click);
reg clicked;
always @(posedge clk)
begin
    if (click && !clicked) begin
        clicked <= 1;
        state <= 1;
    end
    else begin
        state <= 0;
    end
    if (!click)
        clicked <= 0;
end
endmodule 
```
`config.mk`:
```
export PLATFORM = sky130hd
export DESIGN_NAME = onetimeclick
export DESIGN_NICKNAME = onetimeclick
export VERILOG_FILES = /design/flow/design.v
export SDC_FILE = /design/flow/constraint.sdc
export NUM_CORES = 4
export LEC_CHECK = 1
export CORE_AREA = 10 10 82 82
export DIE_AREA = 0 0 92 92
export SYNTH_HDL_FRONTEND = slang
```
`constraint.sdc`:
```
current_design onetimeclick

set clk_period 4.1
set clk_io_pct 0.2

create_clock -name clk0 -period $clk_period [get_ports {clk}]

set non_clock_inputs [all_inputs -no_clocks]
set_input_delay [expr $clk_period * $clk_io_pct] -clock clk0 $non_clock_inputs
set_output_delay [expr $clk_period * $clk_io_pct] -clock clk0 [all_outputs]
```
==> GITHUB_STEP_SUMMARY <==
### Metrics collected by this job

| Metric | Value |
|---|---|
| Outcome | `finished, final reports clean` |
| Maximum vdd drop | `0.000106 V` |
| Die area | `8460 um^2` |
| Setup Skew | `0.00156 ns` |
| Worst skew pair latency | `0.25 ns` |
| H-tree levels | `1` |
| Drt pass-1 iters | `3` |
| Init Core Util | `16.7%` |
| Vias in the first global route | `524` |
| Synth top area share | `47.2%` |
| CP top delay family | `buffers and inverters` |
| Ys async rst share | `0%` |
| Tmin final | `1.83 ns` |
| Crit-path max cell delay | `0.45 ns` |
| RSZ-0062 raised after global routing | `false` |
| # resized after CTS | `0` |
| Share of layout cells above drive strength 1 | `11.8%` |
| Gr usage total | `3.20%` |
| Final TNS setup | `0 ns` |
| Largest net degree at the start of global routing | `18` |
| CTS buffer count | `3` |
| Fa+ha+maj area frac | `1.47%` |
| First-pass GRT wire length | `2320 um` |
| Crit-path max FO | `1` |
| PD cells | `351 nW/um^2` |
| Register share after synthesis | `50.7%` |
| Setup violators final | `0` |
| Clock slew at reported path FFs | `0.07 ns` |
| Dominant flop cell | `dfxtp_1` |
| Synth area leader | `dfxtp_1` |
| Clock sink total | `21` |
| CP bufs+invs | `1` |
| Final Core Density | `19.7%` |
| Gpl congestion | `0.738` |
| Top cells, area | `dfxtp_1 (47%), xnor2_1 (10%), nor2_1 (6.2%)` |
| Final Hold Viols | `0` |
| Die Y | `92 um` |
| Yosys Instances | `88` |
| Log Warnings | `25` |
| Ant diodes | `0` |
| Die x size | `92 um` |
| Maxcap violations | `0` |
| Area Growth Syn to Fin | `18.0%` |
| WS Path Type | `reg -> out` |
| CTS max path bufs | `2` |
| Post-synth mux share | `1.18%` |
| Fmax | `0.547 GHz` |
| Leak Pwr | `0.000316 uW` |
| Simple share | `28.8%` |
| Synth Area per Inst | `9.64 um^2` |
| AO/OA Area Share | `2.36%` |
| GR Overflow Total | `0` |
| Fin Hold WS | `0.328 ns` |
| IO Port Bufs | `2` |
| Clock Tree Root | `clkbuf_8` |
| Dominant combinational family | `simple AND/OR/NAND/NOR gates` |
| Hold crit path type | `reg -> reg` |
| Hold_buf cts | `0` |
| Slew Limit Fails | `0` |
| Chip Area, Yosys | `848 um^2` |
| Synth Cell Area | `848 um^2` |
| Ports | `3` |
| Core area | `5070 um^2` |
| Layout Cells excl Fill | `163` |
| Via count | `549` |
| DR iter-0 viols | `29` |
| Critical Path Source Type | `flop` |
| Crit path arrival time | `1.01 ns` |
| Total power draw | `351 uW` |
| Number of post-CTS setup repair buffers | `0` |
| Post-DP HPWL | `887 um` |
| Via-to-Cell Ratio | `3.37` |
| Post-route ant nets | `0` |
| Routed len/inst | `7.60 um` |
| Critical Path End Type | `output port` |
| XOR Share, Synth | `12.4%` |
| Worst EP required | `3.28 ns` |
| FP Rows | `26` |
| Synth warn | `0` |
| Period utilization | `44.5%` |
| Worst-margin pin slew | `0.348 ns` |
| Cells after synthesis | `88` |
| CTS tree | `yes` |
| CP max-delay cell | `clkdlybuf4s50_1` |
| # DRC | `0` |
| Unique cell type count in the Yosys netlist | `25` |
| WL final | `1240 um` |
| CP Cell Sequence | `clkdlybuf4s50_1` |
| Post-placement cell count | `159` |
| Relative slew slack | `76.6%` |
| Initial antenna violation count | `0` |
| Register bit total from synthesis | `21` |
| Post-synth EDFFs | `1` |
## power by group
group	leakage (uW)	switching, uW	internal [uW]	total (uW)
registers	0.000174	3.30	209	212
clock network	0.0000228	60.1	69.0	129
logic	0.000119	5.24	4.71	9.96
total	0.000316	68.7	283	351
## sequential cells by signal (all words and copies together), names as in the netlist
name and flops:
db_1.state 1, clicked 1, state 1, db_1.sync_0 1, db_1.count 16, db_1.sync_1 1
## cell usage in the layout, fill, tap and decap left out, drive strengths merged, types with 2 or more instances in the layout
cell	Yosys	final
or3	3	3
nor4	4	4
a21oi	2	2
dfxtp	20	20
xnor2	10	10
nand4	4	4
nand2	4	4
nor2	14	14
o21ai	2	2
nand3	5	5
xor2	2	2
clkdlybuf4s50	0	2
inv	5	5
clkbuf	2	4
nor3	5	5
## per-stage QoR
step / area [um^2] / worst slack, ns
after floorplan: 848 / 2.62
after global placement: 956 / 2.47
after detailed placement: 956 / 2.47
after CTS: 1000 / 2.26
after global routing: 1000 / 2.23
final: 1000 / 2.27
## per-layer routing
metal  vias to the layer above  track usage, %  routed length, um
met3                         2            1.57                 77
met4                         0           0.514                 14
li1                        304               -                  -
met2                         5            4.88                523
met1                       238            4.08                622
met5                         -               0                  0
## cells by family (layout without fill, tap and decap cells)
family / count (synthesis) / after routing
and+or+nand+nor: 42 / 42
DFF: 21 / 21
AOI/OAI and AO/OA: 4 / 4
muxes: 1 / 1
xor gates and xnor gates: 12 / 12
adders and majority gates: 1 / 1
buffers and inverters: 7 / 12
## cell usage after synthesis (2+ instances only)
library cell / n
nand4_1: 2
xnor2_1: 10
o21ai_0: 2
nor4_1: 3
nand4_2: 2
nand2_1: 4
clkbuf_1: 2
dfxtp_1: 20
nor2_1: 14
xor2_1: 2
nand3_1: 4
inv_1: 5
a21oi_1: 2
nor3_1: 5
## area by class of cell
class | count | area (um^2)
Inverter | 5 | 18.8
Tap cell | 70 | 87.6
Multi-Input combinational cell | 60 | 392
Sequential cell | 21 | 430
Timing Repair Buffer | 3 | 27.5
Clock buffer | 4 | 45.0
Fill cell | 576 | 4070
## final timing paths
| check | slack (ns) | start | cells after the start | endpoint |
|---|---|---|---|---|
| max | 2.27 | state$_DFF_P_ | 1 | state |
| min | 0.33 | db_1.sync_0$_DFF_P_ | 0 | db_1.sync_1$_DFF_P_ |
| max reg2reg | 2.44 | db_1.count[8]$_SDFF_PN0_ | 3 | db_1.state$_DFFE_PP_ |
| min reg2reg | 0.33 | db_1.sync_0$_DFF_P_ | 0 | db_1.sync_1$_DFF_P_ |
Power figures rest on the tool's default switching activity, not on a simulated workload.
